==> flow/design.v <==
`timescale 1ns / 1ps
module PC(
    input clk,
    input rst,
    input Proc_run_en,
    input Proc_reset,
    output reg [31:0] pc_o
    );
    initial begin
        pc_o <= 32'b0;
    end
    always @(posedge clk or posedge Proc_reset) begin
        if (Proc_reset) begin
            pc_o <= 32'b0;
        end else if (rst) begin
            pc_o <= 32'b0;
        end else if (Proc_run_en) begin
            pc_o <= pc_o + 4;
        end
    end
endmodule
==> flow/run.sh <==
#!/bin/bash
# OpenROAD 26Q1-2900-gdf79404cd8, Yosys 0.63+post, stock flow scripts
make -C /OpenROAD-flow-scripts/flow DESIGN_CONFIG=/design/flow/config.mk WORK_HOME=/design/flow/orfs finish
==> flow/config.mk <==
export PLATFORM = sky130hd
export DESIGN_NAME = PC
export DESIGN_NICKNAME = PC
export VERILOG_FILES = /design/flow/design.v
export SDC_FILE = /design/flow/constraint.sdc
export NUM_CORES = 4
export LEC_CHECK = 1
export CORE_AREA = 10 10 102 102
export DIE_AREA = 0 0 112 112
==> flow/constraint.sdc <==
current_design PC

set clk_period 2.5
set clk_io_pct 0.2

create_clock -name clk0 -period $clk_period [get_ports {clk}]

set non_clock_inputs [all_inputs -no_clocks]
set_input_delay [expr $clk_period * $clk_io_pct] -clock clk0 $non_clock_inputs
set_output_delay [expr $clk_period * $clk_io_pct] -clock clk0 [all_outputs]
==> flow_metrics.env <==
# flow metrics
export IMPL_slew_violations=0
export IMPL_synth_async_reset_ratio=1.00
export IMPL_ctsRootBufferMaster="clkbuf_8"
export IMPL_rrSetupSlack_ns=0.50
export IMPL_hold_viol=0
export IMPL_mux_area_frac=0.00666
export IMPL_crit_type="register to register"
export IMPL_p_clk_frac=0.402
export IMPL_antenna_cells=0
export IMPL_drt_iter0_markers=73
export IMPL_rsz0062_at_grt="no"
export IMPL_tns_ns=0
export IMPL_p_per_area_nw_per_um2=438
export IMPL_antenna_found_initial=0
export IMPL_fp_dieW_um=112
export IMPL_fin_worst_skew_ns=0.00674
export IMPL_layout_top_cell="clkdlybuf4s50_1"
export IMPL_yosysCellCount=155
export IMPL_route_detailed_drc=0
export IMPL_dp_hpwl_um=2700
export IMPL_critPathRequiredTime_ns=2.70
export IMPL_cts_tree="built"
export IMPL_cts_buffers=5
export IMPL_fmax_ghz=0.501
export IMPL_syn2layout_area_growth_pct=36.3
export IMPL_status="completed"
export IMPL_simple_gate_area_frac=0.256
export IMPL_seqPwrFrac=0.551
export IMPL_setup_viol=0
export IMPL_io_buffers=33
export IMPL_yosysWarnings=1
export IMPL_rows=33
export IMPL_routed_via_density=4.10
export IMPL_aoi_share=0.0325
export IMPL_largest_register="pc_o"
export IMPL_routabilityCongestion=0.810
export IMPL_hold_class="register to register"
export IMPL_largest_registers="pc_o x30"
export IMPL_drive_gt1_frac=0.0829
export IMPL_sw_frac_of_total=0.229
export IMPL_ys_flop_type="dfrtp_1"
export IMPL_cp_arrival_ns=2.20
export IMPL_cp_start_kind="register"
export IMPL_grt_first_pass_wirelength_um=6730
export IMPL_crit_slowest_cell="nor4_1"
export IMPL_vias=1222
export IMPL_synth_area_um2=1500
export IMPL_grt_pass1_vias=1269
export IMPL_avgSynthCellArea_um2=9.69
export IMPL_slowest_delay_ns=0.55
export IMPL_die_area_um2=12500
export IMPL_clkLatencyLatePin_ns=0.28
export IMPL_period_needed_ns=2.00
export IMPL_path_cells="nand4_1 > nor4_1 > nand2_1 > or4_1 > a21oi_1"
export IMPL_cts_sinks=30
export IMPL_ys_flops=30
export IMPL_warnings=25
export IMPL_post_cts_buffers=0
export IMPL_cp_max_fo=7
export IMPL_cts_path_max_buffers=2
export IMPL_internal_power_uw=692
export IMPL_ios=36
export IMPL_layout_cells_most_common_list="clkdlybuf4s50_1 (33), nor2_1 (30), dfrtp_1 (30)"
export IMPL_max_slew_margin=0.649
export IMPL_cp_end_kind="register"
export IMPL_synth_edff_count=0
export IMPL_ys_sh_xor=0.157
export IMPL_ys_seq_share=0.500
export IMPL_synthDistinctLibCells=27
export IMPL_grt_remaining_overflow=0
export IMPL_grt_max_degree=32
export IMPL_wl_per_cell_um=12.9
export IMPL_hold_buffers=0
export IMPL_wirelength_um=3850
export IMPL_largest_reg_flops=30
export IMPL_first_pass_iters=4
export IMPL_cellLeakagePower_uw=0.000843
export IMPL_clk_pin_slew_ns=0.07
export IMPL_cts_resized=0
export IMPL_synthTopLogicFamily="simple AND/OR/NAND/NOR gates"
export IMPL_hold_worst_slack_ns=0.569
export IMPL_maxCapViolCount=0
export IMPL_die_height_um=112
export IMPL_finalClockPeriodUsage=0.798
export IMPL_peakVddDrop_mv=0.160
export IMPL_adder_share=0.00833
export IMPL_ys_chip_area_um2=1500
export IMPL_track_usage=0.0624
export IMPL_htree_num_levels=2
export IMPL_tightest_slew_ns=0.522
export IMPL_drtAntennaViolNets=0
export IMPL_fp_util=0.183
export IMPL_p_sw_uw=206
export IMPL_synthCells=155
export IMPL_core_um2=8220
export IMPL_combPwrFrac=0.046
## Yosys cell counts (2+ instances only)
library cell | instances | area share
and3_1 | 4 | 0.017
nand4_1 | 12 | 0.050
dfrtp_1 | 30 | 0.50
xor2_1 | 23 | 0.13
clkbuf_1 | 5 | 0.012
inv_1 | 3 | 0.0075
buf_4 | 2 | 0.010
nor2_1 | 30 | 0.075
nand2_1 | 6 | 0.015
nand3_1 | 16 | 0.053
buf_2 | 2 | 0.0067
and4_1 | 2 | 0.012
nor3_1 | 2 | 0.0067
xnor2_1 | 4 | 0.023
a21oi_1 | 2 | 0.0067
## per-layer routing
layer | track usage | up-vias | part of all wire
met5 | 0 | - | 0
li1 | - | 604 | -
met1 | 0.0831 | 591 | 0.45
met2 | 0.101 | 25 | 0.49
met4 | 0.0102 | 0 | 0.011
met3 | 0.0163 | 2 | 0.053
## cell families (layout without fill, tap and decap cells)
group                    after synthesis  in the layout
AND-OR/OR-AND                          6              6
XOR/XNOR                              27             27
adder cells (fa/ha/maj)                1              1
buffers and inverters                 12             49
flip-flops                            30             30
multiplexers                           1              1
other                                  1              2
AND/OR/NAND/NOR                       77             77
## critical path: cells and delay by family, from the launching register on
kind,cells,cell delay (ns)
AOI/OAI and AO/OA,1,0.15
DFF,1,0.46
and+or+nand+nor,4,1.31
## area by class of cell
type / instances / area [um2]
timing repair buffer: 39 / 375
clock buffer: 5 / 68.8
sequential: 30 / 751
inverter: 3 / 11.3
fill: 851 / 6170
multi-input combinational: 114 / 701
tap: 105 / 131
clock inverter: 2 / 10.0
## power by group through the flow
stage | Sequential, uW | Combinational (uW) | Clock (uW)
after global routing | 495 | 47.0 | 406
after CTS | 495 | 43.0 | 379
final | 495 | 41.6 | 361
## stage by stage
stage	total power (uW)	instance area (um2)	utilization	setup WS, ns	cells
finish	898	2050	0.249	0.505	298
global route	949	2050	0.249	0.272	298
CTS	917	2050	0.249	0.474	298
detailed placement	547	1970	0.240	0.272	291
global placement	546	1970	0.240	0.299	291
floorplan	526	1510	-	0.548	156
## worst paths after layout
path	start	endpoint	cells after the start
max in group asynchronous	Proc_reset	pc_o[30]	3
setup / recovery	pc_o[15]	pc_o[31]	5
min in group asynchronous	Proc_reset	pc_o[6]	3
hold reg to reg	pc_o[14]	pc_o[14]	2
setup reg to reg	pc_o[15]	pc_o[31]	5
hold / removal	pc_o[14]	pc_o[14]	2
Power is estimated from default activity; no workload was simulated.
