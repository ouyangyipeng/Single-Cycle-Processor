==> design.v <==
`timescale 1ns / 1ps
module debug_core(
    input							clk_i,
    input							rst_n,
    input       [7:0]               cmd_data_i,
    input                           cmd_data_valid_i,
    input       [31:0]              pc_i,
    input                           pc_ov_i,
    output                          proc_run_en_o,
    output                          proc_reset_o,
    output                          proc_inst_print_o,
    output  reg                     reg_rdata_tx_o,
    output  reg                     mem_rdata_tx_o,
    output  reg                     reg_wren_o,
    output      [4:0]               reg_addr_o,
    output      [31:0]              reg_wdata_o,
    output  reg                     mem_wren_o,
    output      [9:0]               mem_addr_o,
    output      [31:0]              mem_wdata_o
);
    wire                            proc_run_en;
    reg                             proc_run_hold;
    wire                            proc_reset;
    wire                            proc_inst_print_req;
    wire                            proc_break_point_set;
    wire                            proc_reg_oper;
    wire                            proc_mem_oper;
    wire                            proc_step_one;
    wire                            reg_wr_flag;
    wire                            reg_rd_flag;
    wire                            reg_rd_all_flag;
    wire                            mem_wr_flag;
    wire                            mem_rd_flag;
    reg         [7:0]               cmd_reg;
    reg                             cmd_data_valid_dly1;
    reg         [31:0]              qword_cmd;
    reg         [31:0]              bp_pc;
    reg         [4:0]               reg_addr;
    reg         [13:0]              mem_addr;
    reg                             reg_wren;
    reg                             mem_wren;
    reg                             reg_rden;
    reg                             mem_rden;
    reg                             long_cmd_recv;
    wire                            breakpoint;
    reg                                                    bp_set;
    reg                                                    bp_enable;
    reg         [2:0]               cmd_recv_cnt;
    wire                            cmd_recv_cnt_en;
    wire                            cmd_recv_cnt_clr;
    wire                            cmd_recv_cnt_ov;
    reg         [4:0]               reg_rd_cnt;
    reg                             reg_rd_cnt_en;
    wire                            reg_rd_cnt_clr;
    wire                            reg_rd_cnt_ov;
    reg                             reg_rd_sel;
    reg         [2:0]               cmd_recv_cnt_ov_thold;
    reg         [7:0]               c_state;
    reg         [7:0]               n_state;
    localparam                      s_idle      = 8'b0000_0001,
                                    s_bp        = 8'b0000_0010,
                                    s_reg_wr    = 8'b0000_0100,
                                    s_reg_wdata = 8'b0000_1000,
                                    s_reg_rdall = 8'b0001_0000,
                                    s_mem_addr  = 8'b0010_0000,
                                    s_mem_wdata = 8'b0100_0000,
                                    s_fin       = 8'b1000_0000;
    always @(posedge clk_i or negedge rst_n) begin
        if(~rst_n) begin
            c_state	<= 'b0;
        end else begin
            c_state	<= n_state;
        end
    end
    always @(*) begin
        reg_wren = 1'b0;
        reg_rden = 1'b0;
        mem_wren = 1'b0;
        mem_rden = 1'b0;
        long_cmd_recv = 1'b1;
        reg_rd_cnt_en = 1'b0;
        reg_rd_sel = 1'b0;
        cmd_recv_cnt_ov_thold = 3'b000;
        case(c_state)
            s_idle:begin
                long_cmd_recv = 1'b0;
                if(cmd_data_valid_dly1) begin
                    casex({proc_break_point_set, proc_reg_oper, proc_mem_oper})
                        3'b000:
                            n_state = s_idle;
                        3'b001:
                            n_state = s_mem_addr;
                        3'b01x:
                            n_state = s_reg_wr;
                        3'b1xx:
                            n_state = s_bp;
                    endcase
                end else begin
                    n_state = s_idle;
                end
            end
            s_bp:begin
                cmd_recv_cnt_ov_thold = 3'b011;
                if(cmd_recv_cnt_ov) begin
                    n_state = s_fin;
                end else begin
                    n_state = s_bp;
                end
            end
            s_reg_wr:begin
                cmd_recv_cnt_ov_thold = 3'b000;
                if(cmd_data_valid_dly1) begin
                    casex({reg_rd_all_flag, reg_wr_flag})
                        2'b00: begin
                            reg_rden = 1'b1;
                            n_state = s_fin;
                        end
                        2'b01:
                            n_state = s_reg_wdata;
                        2'b1x:
                            n_state = s_reg_rdall;
                    endcase
                end else begin
                    n_state = s_reg_wr;
                end
            end
            s_reg_wdata: begin
                cmd_recv_cnt_ov_thold = 3'b011;
                if(cmd_recv_cnt_ov) begin
                    reg_wren = 1'b1;
                    n_state = s_fin;
                end else begin
                    n_state = s_reg_wdata;
                end
            end
            s_reg_rdall:begin
                reg_rden = 1'b1;
                reg_rd_cnt_en = 1'b1;
                reg_rd_sel = 1'b1;
                if(reg_rd_cnt_ov)
                    n_state = s_fin;
                else
                    n_state = s_reg_rdall;
            end
            s_mem_addr:begin
                cmd_recv_cnt_ov_thold = 3'b001;
                if(cmd_recv_cnt_ov) begin
                    if(mem_wr_flag) begin
                        n_state = s_mem_wdata;
                    end else begin
                        mem_rden = 1'b1;
                        n_state = s_fin;
                    end
                end else begin
                    n_state = s_mem_addr;
                end
            end
            s_mem_wdata: begin
                cmd_recv_cnt_ov_thold = 3'b011;
                if(cmd_recv_cnt_ov) begin
                    mem_wren = 1'b1;
                    n_state = s_fin;
                end else begin
                    n_state = s_mem_wdata;
                end
            end
            s_fin:begin
                long_cmd_recv = 1'b0;
                n_state = s_idle;
            end
            default:
                n_state = s_idle;
        endcase
    end
    always @(posedge clk_i or negedge rst_n) begin
        if(~rst_n) begin
            cmd_data_valid_dly1	<= 'b0;
        end else begin
            cmd_data_valid_dly1	<= cmd_data_valid_i;
        end
    end
    always @(posedge clk_i or negedge rst_n) begin
        if(~rst_n) begin
            cmd_reg	<= 'b0;
        end else begin
            casex({cmd_data_valid_dly1, cmd_data_valid_i})
                2'b00:
                    cmd_reg <= cmd_reg;
                2'b01:
                    cmd_reg	<= cmd_data_i;
                2'b10:
                    cmd_reg <= 4'h0;
                2'b11:
                    cmd_reg	<= cmd_data_i;
            endcase
        end
    end
    assign proc_run_en          = (cmd_reg[2:0] == 3'b000) & ~long_cmd_recv;
    assign proc_reset           = (cmd_reg[2:0] == 3'b001) & ~long_cmd_recv;
    assign proc_inst_print_req  = (cmd_reg[2:0] == 3'b010) & ~long_cmd_recv;
    assign proc_break_point_set = (cmd_reg[2:0] == 3'b011) & ~long_cmd_recv;
    assign proc_reg_oper        = (cmd_reg[2:0] == 3'b100) & ~long_cmd_recv;
    assign proc_mem_oper        = (cmd_reg[2:0] == 3'b101) & ~long_cmd_recv;
    assign proc_step_one        = (cmd_reg[2:0] == 3'b110) & ~long_cmd_recv;
    assign reg_wr_flag          = (cmd_reg[7:5] == 3'b100);
    assign reg_rd_flag          = (cmd_reg[7:5] == 3'b010);
    assign reg_rd_all_flag      = (cmd_reg[7:5] == 3'b110);
    assign mem_wr_flag          = (qword_cmd[31:30] == 2'b10);
    assign mem_rd_flag          = (qword_cmd[31:30] == 2'b01);
    always @(posedge clk_i or negedge rst_n) begin
        if(~rst_n) begin
            proc_run_hold	<= 'b0;
        end else begin
            casex({pc_ov_i, proc_run_en & cmd_data_valid_dly1, breakpoint})
                3'b000:
                    proc_run_hold   <= proc_run_hold;
                3'b001:
                    proc_run_hold	<= 1'b0;
                3'b01x:
                    proc_run_hold	<= 1'b1;
                3'b1xx:
                    proc_run_hold   <= 1'b0;
            endcase
        end
    end
    assign breakpoint = (pc_i == bp_pc) & bp_enable;
    always @(posedge clk_i or negedge rst_n) begin
        if(~rst_n) begin
            cmd_recv_cnt	<= 'b0;
        end else begin
            casex({cmd_recv_cnt_clr, cmd_recv_cnt_en})
                2'b00:
                    cmd_recv_cnt	<= cmd_recv_cnt;
                2'b01:
                    cmd_recv_cnt	<= cmd_recv_cnt + 1'b1;
                2'b1x:
                    cmd_recv_cnt	<= 'b0;
            endcase
        end
    end
    assign cmd_recv_cnt_en = cmd_data_valid_i & (|cmd_recv_cnt_ov_thold);
    assign cmd_recv_cnt_clr = cmd_recv_cnt_ov;
    assign cmd_recv_cnt_ov = (cmd_recv_cnt == cmd_recv_cnt_ov_thold);
    always @(posedge clk_i or negedge rst_n) begin
        if(~rst_n) begin
            reg_rd_cnt	<= 'b0;
        end else begin
            casex({reg_rd_cnt_clr, reg_rd_cnt_en})
                2'b00:
                    reg_rd_cnt	<= reg_rd_cnt;
                2'b01:
                    reg_rd_cnt	<= reg_rd_cnt + 1'b1;
                2'b1x:
                    reg_rd_cnt	<= 'b0;
            endcase
        end
    end
    assign reg_rd_cnt_ov = (reg_rd_cnt == 5'h1f);
    assign reg_rd_cnt_clr = reg_rd_cnt_ov;
    always @(posedge clk_i or negedge rst_n) begin
        if(~rst_n) begin
            qword_cmd   <=  32'h0;
        end else begin
            case({cmd_recv_cnt[1:0]})
                2'b00:
                    qword_cmd <= {cmd_reg, qword_cmd[23:0]};
                2'b01:
                    qword_cmd <= {qword_cmd[31:24], cmd_reg, qword_cmd[15:0]};
                2'b10:
                    qword_cmd <= {qword_cmd[31:16], cmd_reg, qword_cmd[7:0]};
                2'b11:
                    qword_cmd <= {qword_cmd[31:8], cmd_reg};
            endcase
        end
    end
    always @(posedge clk_i or negedge rst_n) begin
        if(~rst_n) begin
            bp_set	<= 'b0;
        end else begin
            bp_set	<= (c_state == s_bp) & cmd_recv_cnt_ov;
        end
    end
    always @(posedge clk_i or negedge rst_n) begin
        if(~rst_n) begin
            bp_enable	<= 'b0;
        end else begin
            casex({bp_set & (qword_cmd == 32'hffff_ffff), bp_set})
                2'b00:
                    bp_enable   <= bp_enable;
                2'b01:
                    bp_enable   <= 1'b1;
                2'b1x:
                    bp_enable   <= 1'b0;
            endcase
        end
    end
    always @(posedge clk_i or negedge rst_n) begin
        if(~rst_n) begin
            bp_pc	<= 'b0;
        end else begin
            if(bp_set)
                bp_pc	<= qword_cmd;
        end
    end
    always @(posedge clk_i or negedge rst_n) begin
        if(~rst_n) begin
            reg_addr	<= 'b0;
        end else begin
            if((c_state == s_reg_wr) & cmd_data_valid_dly1)
                reg_addr	<= cmd_reg[4:0];
        end
    end
    always @(posedge clk_i or negedge rst_n) begin
        if(~rst_n) begin
            mem_addr	<= 'b0;
        end else begin
            if((c_state == s_mem_addr) & cmd_recv_cnt_ov)
                mem_addr	<= qword_cmd[29:16];
        end
    end
    assign proc_run_en_o = proc_run_hold | proc_step_one;
    assign proc_reset_o = proc_reset;
    assign proc_inst_print_o = proc_inst_print_req;
    always @(posedge clk_i or negedge rst_n) begin
        if(~rst_n) begin
            reg_wren_o	<= 'b0;
            mem_wren_o	<= 'b0;
        end else begin
            reg_wren_o	<= reg_wren;
            mem_wren_o	<= mem_wren;
        end
    end
    always @(posedge clk_i or negedge rst_n) begin
        if(~rst_n) begin
            reg_rdata_tx_o	<= 'b0;
            mem_rdata_tx_o	<= 'b0;
        end else begin
            reg_rdata_tx_o	<= reg_rden;
            mem_rdata_tx_o	<= mem_rden;
        end
    end
    assign reg_addr_o = reg_rd_sel ? reg_rd_cnt : reg_addr;
    assign reg_wdata_o = qword_cmd;
    assign mem_addr_o = mem_addr[9:0];
    assign mem_wdata_o = qword_cmd;
endmodule
==> run.sh <==
#!/bin/bash
# OpenROAD 26Q1-2900-gdf79404cd8, Yosys 0.63+post, stock flow scripts
make -C /OpenROAD-flow-scripts/flow DESIGN_CONFIG=/design/flow/config.mk WORK_HOME=/design/flow/orfs finish
==> config.mk <==
export PLATFORM = sky130hd
export DESIGN_NAME = debug_core
export DESIGN_NICKNAME = debug_core
export VERILOG_FILES = /design/flow/design.v
export SDC_FILE = /design/flow/constraint.sdc
export NUM_CORES = 4
export LEC_CHECK = 1
export CORE_UTILIZATION = 40
==> constraint.sdc <==
current_design debug_core

set clk_period 2.7
set clk_io_pct 0.2

create_clock -name clk0 -period $clk_period [get_ports {clk_i}]

set non_clock_inputs [all_inputs -no_clocks]
set_input_delay [expr $clk_period * $clk_io_pct] -clock clk0 $non_clock_inputs
set_output_delay [expr $clk_period * $clk_io_pct] -clock clk0 [all_outputs]
==> results.toml <==
# implementation run metrics
[final_layout]
top_regs = "bp_pc: 32 flops, qword_cmd: 32 flops, mem_addr: 10 flops"
seq_area_sq_um = 2800
final_cell_mix = "clkdlybuf4s50_1 (128), dfrtp_1 (111), mux2_2 (68)"
final_area_sq_um = 6790
final_common_cell = "clkdlybuf4s50_1"
comb_area_sq_um = 2030
drive_gt1_share_pct = 19.8
fill_cells = 1096
syn_to_final_growth_pct = 30.7
final_util_pct = 53.8

[sta]
timing.final.crit_share_pct = 86.6
hold_viol_final = 0
rsz0062_at_grt = "false"
timing.slew.headroom_pct = 62.5
finalClockSkew_ns = 0.00860
timing.fmax_mhz = 428
setup_viol = 0
setup_tns_ns = 0
finalCriticalPeriod_ns = 2.34
worstMarginPinSlew_ns = 0.563
final_max_slew_viol_count = 0

[synth]
yosys_area_sq_um = 5200
edf_count = 0
synth.largest_area_cell = "dfrtp_1"
async_flop_share_pct = 100
numSynthFlops = 112
avgSynthCellArea_sq_um = 12.3
yosys_warnings = 1
ys_seq_share_pct = 53.9
synth_cells = 423
topCellsByArea = "dfrtp_1 (53%), mux2_2 (15%), buf_4 (4.6%)"
synth_top_area_share_pct = 53.4
ys_types = 42
ys_cells = 423
ys.flop_type = "dfrtp_1"
syn_area_sq_um = 5200

[cts]
ctsHoldBuffers = 0
cts_tree = "built"
cts_resized = 0
clk-insertion-delay-late_ns = 0.34
htreeDepth = 3
post-cts-setup-buffers = 0
cts.path.max_buffers = 2
clk_pin_slew_ns = 0.07
root_buffer = "clkbuf_16"
cts_buffers = 9
cts_sinks = 112

[place]
place_area_sq_um = 6440
post-dp-hpwl_um = 8540
gp_congestion = 0.813
port_buffers = 129

[routing]
totalWireLength_um = 11700
first_pass_iters = 4
antenna_left = 0
num_vias = 3459
drtIter0Drc = 149
viasPerCell = 4.96
diodes = 0
detail_route.wl_per_cell_um = 16.8
post-route-drc-count = 0

[global_route]
grt_overflow = 0
grt_max_degree = 51
grtUsageTotal_pct = 19.1
grt_pass1_wl_um = 18900
antenna_found_initial = 0
grt_pass1_vias = 3512

[power_and_ir_drop]
clockPowerShare_pct = 30.1
total_power_mw = 5.09
internal_power_mw = 3.84
p_sw_mw = 1.25
leakagePower_nw = 3.04
p_per_area_nw_per_um2 = 749
comb_power_share_pct = 23.0
swShare_pct = 24.5
vdd.ir_drop.worst_mv = 0.393
seq_power_share_pct = 47.0

[die]
core_area_sq_um = 12600
die-area_sq_um = 13500
dieHeight_um = 116
core.rowCount = 41
pin_count = 130
core_util_floorplan_pct = 41.2
die_w_um = 116

[setup_path]
endpoint = "proc_reset_o"
critical_path_class = "flop to output port"
slowest_stage = "dfrtp_1"
start_kind = "flop"
r2r_cells = 5
worstPathCellList = "nor4_1 > clkdlybuf4s50_1"
critPathCaptureType = "output port"
r2r_setup_slack_ns = 0.74
crit_start = "cmd_reg[1]$_DFFE_PN0P_"
slowest_delay_ns = 0.53
cp_max_fo = 11
worstPathArrival_ns = 1.80
r2r-end = "mem_addr[8]$_DFFE_PN0P_"
required_ns = 2.16
r2r-start = "c_state[5]$_DFF_PN0_"

[outcome]
status = "finished, final reports clean"

[flow_run]
drv_cap = 0
tool_warnings = 29

[min_path]
min_path_type = "input pin to asynchronous set/reset pin"
cell type report:
| type | count | area share, % |
|---|---|---|
| clock buffers | 9 | 3.32 |
| clock inverters | 7 | 1.88 |
| inverters | 15 | 0.829 |
| multi-input cells | 249 | 29.9 |
| flip-flops and latches | 112 | 41.3 |
| well taps | 172 | 3.17 |
| repair buffers | 133 | 19.6 |
how the worst min path moves through the flow:
stage	end	slack, ns	from
4_1_cts	c_state[2]$_DFF_PN0_	0.20	rst_n
5_1_grt	c_state[5]$_DFF_PN0_	0.23	rst_n
6_report	c_state[5]$_DFF_PN0_	0.19	rst_n
power groups by stage:
stage | logic [mW] | registers [mW] | clock network, mW
after CTS | 1.19 | 2.40 | 1.57
after global routing | 1.30 | 2.45 | 1.64
final | 1.17 | 2.39 | 1.53
cell families after synthesis:
logic type	count (synthesis)	synth area share [%]
multiplexers	78	17.5
adder cells (fa/ha/maj)	7	1.69
other	1	0.0722
AND/OR/NAND/NOR	91	9.36
buffers and inverters	62	6.93
AND-OR/OR-AND	35	4.24
XOR/XNOR	37	6.23
flip-flops	112	53.9
synthesized netlist by cell type, drive strengths merged, types with 4 or more instances:
cell and number:
inv 15, o21ai 21, nor2 17, ha 7, nor4 8, mux2 77, dfrtp 111, clkbuf 13
nand4 13, buf 34, xor2 19, nand3 12, nand2b 4, nor2b 9, xnor2 18, nand2 17
worst max-delay path: cells and delay by family (launching register included):
family                 cells  cell delay, ns
DFF                        1            0.53
buffers and inverters      1            0.53
and+or+nand+nor            1            0.39
through the flow:
stage / instances / hold slack, ns / setup slack [ns]
6_report: 697 / 0.189 / 0.363
3_3_place_gp: 681 / 0.450 / 0.562
3_5_place_dp: 681 / 0.454 / 0.520
4_1_cts: 697 / 0.204 / 0.320
2_1_floorplan: 423 / 0.244 / 0.843
5_1_grt: 697 / 0.226 / 0.298
layer usage:
| metal | up-vias | share of wire, % | routed length [um] | GRT usage (%) |
|---|---|---|---|---|
| met1 | 1716 | 48 | 5590 | 31.3 |
| met4 | 0 | 1.5 | 174 | 2.91 |
| li1 | 1623 | - | - | - |
| met2 | 107 | 45 | 5310 | 28.8 |
| met3 | 13 | 5.4 | 638 | 2.88 |
| met5 | - | 0 | 0 | 0 |
Power figures rest on the tool's default switching activity, not on a simulated workload.
